==> design.v <==
module dffe(q, d, clk, en, clr);
   input  clk, en, clr;
	input [31:0] d;
   wire clr;
   output [31:0] q;
   reg [31:0] q;
   initial
   begin
       q = 32'h00000000;
   end
   always @(posedge clk or posedge clr) begin
       if (clr) begin
           q[31:0] <= 32'h00000000;
       end else if (en) begin
           q[31:0] <= d[31:0];
       end
   end
endmodule
==> run.sh <==
#!/bin/bash
# OpenROAD 26Q1-2900-gdf79404cd8, Yosys 0.63+post, stock flow scripts
make -C /OpenROAD-flow-scripts/flow DESIGN_CONFIG=/design/flow/config.mk WORK_HOME=/design/flow/orfs finish
==> config.mk <==
export PLATFORM = sky130hd
export DESIGN_NAME = dffe
export DESIGN_NICKNAME = dffe
export VERILOG_FILES = /design/flow/design.v
export SDC_FILE = /design/flow/constraint.sdc
export NUM_CORES = 4
export LEC_CHECK = 1
export CORE_UTILIZATION = 30
==> constraint.sdc <==
current_design dffe

set clk_period 1.1
set clk_io_pct 0.2

create_clock -name clk0 -period $clk_period [get_ports {clk}]

set non_clock_inputs [all_inputs -no_clocks]
set_input_delay [expr $clk_period * $clk_io_pct] -clock clk0 $non_clock_inputs
set_output_delay [expr $clk_period * $clk_io_pct] -clock clk0 [all_outputs]
==> out/qor.yml <==
root_buffer: "clkbuf_8"
ir_drop_v: 0.0006160
crit_type: "reg2out"
rsz0062_at_grt: "false"
post-route-drc-count: 0
utilization_pct: 52.40
critPathMaxFanout: 2
ys_types: 6
diodes: 0
initCoreUtil_pct: 31.19
grt_pass1_wl_um: 4816
portBuffers: 66
outcome: "completed"
endpoint_kind: "output pin"
top_area_cell: "dfrtp_1"
timing.fmax_mhz: 947.1
syn-cell-area_um2: 1349
period_used_pct: 95.99
viasPerCell: 4.162
die-area_um2: 4768
mostFrequentLayoutCells: "clkdlybuf4s50_1 (33), dfrtp_1 (32), mux2_4 (30), clkdlybuf4s15_1 (29), buf_4 (15)"
fp.dieH_um: 69.05
simple_gate_area_share_pct: 0
grt_max_degree: 18
gp_congestion: 0.8007
synthCells: 69
ys_seq_share_pct: 59.37
relSlewSlack_pct: 87.63
powerDensity_nw_per_um2: 1272
setup_viol: 0
vias: 874
numCtsBuffers: 5
tns_ns: 0
grt-ovfl-total: 0
fillers: 381
layout_top_cell: "clkdlybuf4s50_1"
path_buffers: 1
top_register: "q"
ys_cells: 69
first_pass_iters: 3
dp_hpwl_um: 1902
slowest_stage: "dfrtp_1"
period_needed_ns: 1.056
io_pins: 67
chipWidth_um: 69.05
ys_warn_count: 1
rows: 24
p_leak_uw: 0.001067
warning_count: 25
clkTransAtPathRegs_ns: 0.06
layout-drive-gt1-share_pct: 38.61
logic_family: "multiplexers"
cts_sinks: 32
ant_nets: 0
final.setup_skew_ns: 0
synth_flops: 32
grt_pass1_vias: 993
finalHoldViolations: 0
yosys-stat-area_um2: 1349
antenna_found_initial: 0
synth_xor_xnor_area_share_pct: 0
dpl_worst_slack_ns: 0.06860
track_usage_pct: 13.04
arrival_ns: 0.84
biggestRegsByFlops: "q: 32 flops"
mux_share_pct: 35.06
topCellsByArea: "dfrtp_1 (59%), mux2_4 (33%), buf_12 (4.5%)"
ys_sh_adder_pct: 0
drv_cap: 0
synthToLayoutAreaGrowth_pct: 68.00
htree_levels: 2
avgSynthCellArea_um2: 19.55
tightest_slew_ns: 0.1853
flop_area_um2: 800.8
postCtsHoldBufs: 0
finalMaxSlewViolations: 0
critical-path-max-stage-delay_ns: 0.38
routedWlPerCell_um: 13.18
logic_area_um2: 473.0
crit_family: "flip-flops"
fin_ws_ns: 0.04414
drt_iter0_drc: 41
synthAoiAreaFrac_pct: 0
worstSetupStartpointType: "flip-flop"
clock_latency_ns: 0.27
synthDominantCellAreaShare_pct: 59.37
drt_wl_total_um: 2768
hold_class: "in2reg"
cts_tree: "yes"
clk_path_buf_depth: 2
cp.required_ns: 0.88
core_area_um2: 4324
path_cells: "clkdlybuf4s15_1"
largest_reg_flops: 32
[metrics by stage]
stage / area (µm²) / total power, µW / hold WS (ns) / std cells
2_1_floorplan: 1349 / 1596 / 0.3362 / 69
3_3_place_gp: 2086 / 1989 / 0.4921 / 188
3_5_place_dp: 2086 / 1991 / 0.4907 / 188
4_1_cts: 2273 / 2931 / 0.3134 / 209
5_1_grt: 2266 / 3051 / 0.3220 / 210
6_report: 2266 / 2883 / 0.3221 / 210
[Yosys cell counts]
| cell type | n |
|---|---|
| buf_12 | 3 |
| buf_6 | 1 |
| dfrtp_1 | 32 |
| inv_1 | 1 |
| mux2_2 | 2 |
| mux2_4 | 30 |
[per-layer routing]
| layer | vias up | wire length (µm) | global-route usage [%] | share of wire, % |
|---|---|---|---|---|
| met5 | - | 0 | 0 | 0 |
| met4 | 0 | 51 | 2.268 | 1.8 |
| met3 | 5 | 194 | 3.412 | 7.0 |
| met2 | 38 | 1311 | 20.28 | 47 |
| met1 | 422 | 1212 | 19.34 | 44 |
| li1 | 409 | - | - | - |
[final cells by class]
class	instances	share of cell area, %
flip-flops and latches	32	35.34
multi-input cells	32	20.87
repair buffers	85	36.78
clock buffers	8	3.976
well taps	52	2.871
inverters	1	0.1657
[final timing paths]
kind	startpoint	slack, ns	endpoint	cells past startpoint
worst min register to register	q[11]$_DFFE_PP0P_	0.51	q[11]$_DFFE_PP0P_	1
worst min-delay path	en	0.32	q[11]$_DFFE_PP0P_	2
worst max register to register	q[22]$_DFFE_PP0P_	0.10	q[22]$_DFFE_PP0P_	3
min in group asynchronous	clr	0.36	q[16]$_DFFE_PP0P_	3
worst max-delay path	q[18]$_DFFE_PP0P_	0.04	q[18]	1
max in group asynchronous	clr	0.61	q[0]$_DFFE_PP0P_	3
[repair_timing]
item,in CTS,in global routing
setup buffers,13,1
resized,64,3
endpoints found under the setup margin,32,3
cloned,0,0
[logic make-up (layout without fill, tap and decap cells)]
| family | Yosys count | in the layout |
|---|---|---|
| mux | 32 | 32 |
| buf+inv | 5 | 94 |
| flops | 32 | 32 |
[power breakdown]
group,internal (µW),total [µW],switching [µW],leakage (µW)
registers,1300,1360,59.5,0.000374
logic,489,627,138,0.000647
clock network,509,901,391,0.0000455
total,2290,2880,589,0.00107
Power and IR drop assume default switching activity.
